File: design/flow/run.sh
#!/bin/bash
# OpenROAD 26Q1-2900-gdf79404cd8, Yosys 0.63+post, stock flow scripts
make -C /OpenROAD-flow-scripts/flow DESIGN_CONFIG=/design/flow/config.mk WORK_HOME=/design/flow/orfs finish
File: design/flow/config.mk
export PLATFORM = sky130hd
export DESIGN_NAME = adder4
export DESIGN_NICKNAME = adder4
export VERILOG_FILES = /design/flow/design.v
export SDC_FILE = /design/flow/constraint.sdc
export NUM_CORES = 4
export LEC_CHECK = 1
export CORE_AREA = 10 10 70 70
export DIE_AREA = 0 0 80 80
File: design/flow/constraint.sdc
current_design adder4

set clk_period 3.2
set clk_io_pct 0.2

create_clock -name clk0 -period $clk_period

set non_clock_inputs [all_inputs -no_clocks]
set_input_delay [expr $clk_period * $clk_io_pct] -clock clk0 $non_clock_inputs
set_output_delay [expr $clk_period * $clk_io_pct] -clock clk0 [all_outputs]
File: design/flow/design.v
module adder4(x, y, s);
  input [3:0] x, y;
  output [4:0] s;
  wire [2:0] c;
  fa fa0(.x(1'b0), .y(x[0]), .z(y[0]), .s(s[0]), .c(c[0]));
  fa fa1(.x(c[0]), .y(x[1]), .z(y[1]), .s(s[1]), .c(c[1]));
  fa fa2(.x(c[1]), .y(x[2]), .z(y[2]), .s(s[2]), .c(c[2]));
  fa fa3(.x(c[2]), .y(x[3]), .z(y[3]), .s(s[3]), .c(s[4]));
endmodule
module fa(x, y, z, s, c);
  input x, y, z;
  output s, c;
  wire s0, c0, c1;
  ha ha0(.x(y), .y(z), .s(s0), .c(c0));
  ha ha1(.x(x), .y(s0), .s(s), .c(c1));
  assign c=c0|c1;
endmodule
module ha(x, y, s, c);
  input x, y;
  output s, c;
  wire x, y, s, c;
  assign s=x^y;
  assign c=x&y;
endmodule
==> results.txt <==
run metrics: FF+latch area 0 um^2, Clk network pwr share 0, Post-synth top cells inv_1, buf_4, fa_1, final wirelength slightly below 400 um, CP Class input port to primary output, Slowest Stage Delay on Critical Path around 0.49 ns, Avg Cell Area, Syn between 8 and 9 um^2, fp util 0.0410, cell-internal power between 0.02 and 0.03 mW, final slew viol count 0, Syn. warnings 0, # Cells Yosys 17, Power Density about 120 nW/um^2, area share, top type 0.429, row count 21, clkbuf count 0, HPWL after DPL ~380 um, CP max-delay cell fa_1, Boundary Pins 13, first-pass GRT wire length roughly 610 um, YS chip area between 100 and 150 um^2, Core ar. around 3400 um^2, worst path cell trace clkdlybuf4s50_1 > fa_2 > inv_2 > fa_2 > fa_1 > inv_1 > dlygate4sd2_1, final instance area roughly 300 um^2, Hold Path Class input port to primary output, Power Total ~0.035 mW, combinational share of power 1.000, top cells, area fa_1, buf_4, inv_1, ha_1, largest net degree at the start of global routing 2, top cell type by total area after synthesis fa_1, tool warnings 32, vias in the first global route about 130, initial antenna violation count 0, Via Count around 120, Initial DRT Pass Iterations 1, routability cong. between 0.7 and 0.8, CP Capture Type primary output, Mapped Area between 100 and 150 um^2, ant diodes 0, Max Cap Viol 0, worst vdd ir roughly 8.2 uV, Initial DRC Count 0, placed insts about 71, critical path peak fanout 1, hold depth 3, synthesized instance count 17, fmax roughly 0.32 GHz, DRC 0, Via density approximately 1.6, arrival time worst endpoint between 2 and 2.5 ns, Final Critical Period ~3.1 ns, Worst setup SP type input port, Layout area overhead 111%, RSZ-0062 raised after global routing false, IO buf count 13, Core Util, Final 0.0864, die width 80 um, worst slew pin tran 0.110 ns, post-DR wirelength/cell approximately 5.6 um, Die Span Y approximately 80 um, most used cell, CP fa_2, fin crit share 0.965, GR Overflow Total 0, Seq cells 0, Slew HR 0.926, critical path data required time approximately 2.6 ns, die area approximately 6400 um^2, most numerous cell in the Yosys netlist inv_1, register share after synthesis 0, Setup TNS Final 0 ns, Final setup violation count 0, Total Routing Usage GR 0.0118, Reg power frac 0, Psw about 0.01 mW, Leak Pwr approximately 0.13 nW, non-filler instance count after layout between 70 and 80, Final Hold Fails 0, placed inst area 290 um^2, status finished, final reports clean, Switching Share 0.285, distinct lib cells 4, share of layout cells above drive strength 1 0.160, post-route ant nets 0
cell usage in the layout, fill, tap and decap left out:
cell type / count
ha_2: 1
dlygate4sd2_1: 4
inv_2: 1
fa_1: 1
dlymetal6s2s_1: 1
fa_2: 2
clkdlybuf4s50_1: 8
inv_1: 7
final cells by class:
type | instances | area (um^2)
Timing Repair Buffer | 13 | 128
Fill cell | 405 | 3120
Inverter | 8 | 30.0
Tap cell | 46 | 57.6
Multi-Input combinational cell | 4 | 80.1
per-stage QoR:
stage,setup slack (ns),hold WS (ns)
2_1_floorplan,0.607,1.45
3_3_place_gp,-0.275,2.35
3_5_place_dp,-0.290,2.34
4_1_cts,0.00881,2.11
5_1_grt,0.0176,2.09
6_report,0.112,2.06
worst max-delay path, delay by kind of cell:
| family | cells | cell delay (ns) |
|---|---|---|
| adders and majority gates | 3 | 1.03 |
| buffers and inverters | 4 | 0.78 |
path summary, 6_finish.rpt:
check | from | to | slack, ns
worst max-delay path | x[1] | s[3] | 0.11
worst min-delay path | y[1] | s[1] | 2.06
logic make-up after synthesis:
| logic type | Yosys count | share of synthesized area |
|---|---|---|
| buf+inv | 13 | 0.482 |
| fa+ha+maj | 4 | 0.518 |
per-layer routing:
layer	vias to the layer above	share of wire	track usage
met4	0	0	0
met3	0	0.17	0.00568
met1	53	0.42	0.0153
met5	-	0	0
li1	55	-	-
met2	9	0.41	0.0185
repair_timing:
action | CTS | global route
hold buffers | 0 | 0
gates resized | 8 | 1
setup buffers | 0 | 0
setup endpoints to repair | 3 | 1
pin swaps | 4 | 1
power groups by stage:
stage     clock [mW]  sequential (mW)  combinational, mW
4_1_cts            0                0             0.0377
6_report           0                0             0.0352
5_1_grt            0                0             0.0420
Power figures rest on the tool's default switching activity, not on a simulated workload.
