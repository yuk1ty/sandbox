==> design/flow/design.v <==
module alu(a, b, f, s);
  input signed [15:0] a, b;  
  input [4:0] f;  
  output signed [15:0] s;  
  reg signed [15:0] s;  
  always @(a, b, f)
    case(f)
      5'b00000  : s = b + a;
      5'b00001  : s = b - a;
      5'b00010  : s = b * a;
      5'b00011  : s = b << a;
      5'b00100  : s = b >> a;
      5'b00101 : s = b & a;
      5'b00110  : s = b | a;
      5'b00111 : s = b ^ a;
      5'b01000  : s = b && a;
      5'b01001   : s = b || a;
      5'b01010   : s = b == a;
      5'b01011   : s = b != a;
      5'b01100   : s = b >= a;
      5'b01101   : s = b <= a;
      5'b01110   : s = b > a;
      5'b01111   : s = b < a;
      5'b10000  : s = -a;
      5'b10001 : s = ~a;
      5'b10010  : s = !a;
      default : s = 16'hXXXX;
    endcase
endmodule
module stack(clk, load, push, pop, d, qtop, qnext);
  parameter N=16;
  input clk, load, push, pop;
  input [N-1:0] d;
  output [N-1:0] qtop, qnext;
  reg [N-1:0] q[0:3];
  assign qtop=q[0];
  assign qnext=q[1];
  always @(posedge clk)
    begin
      if (load) q[0] <= d; else if (pop) q[0] <= q[1];
      if (push) q[1] <= q[0]; else if (pop) q[1] <= q[2];
      if (push) q[2] <= q[1]; else if (pop) q[2] <= q[3];
      if (push) q[3] <= q[2]; else if (pop) q[3] <= {N{1'bX}};
    end
endmodule
module opstack(clk, num, op, x, qtop);
  input clk, num, op;
  input [15:0] x;
  output [15:0] qtop;
  wire [15:0] qnext, s;
  wire load, push, pop;
  reg [15:0] d;
  alu alu0(.a(qtop), .b(qnext), .f(x[4:0]), .s(s));
  stack stack0(clk, load, push, pop, d, qtop, qnext);
  assign load=num|op;
  assign push=num;
  assign pop=op&~x[4];
  always @(num, op, x, s)
    if (num) d=x;
    else if (op) d=s;
    else d=16'hXXXX;
endmodule
==> design/flow/run.sh <==
#!/bin/bash
# OpenROAD 26Q1-2900-gdf79404cd8, Yosys 0.63+post, stock flow scripts
make -C /OpenROAD-flow-scripts/flow DESIGN_CONFIG=/design/flow/config.mk WORK_HOME=/design/flow/orfs finish
==> design/flow/config.mk <==
export PLATFORM = sky130hd
export DESIGN_NAME = opstack
export DESIGN_NICKNAME = opstack
export VERILOG_FILES = /design/flow/design.v
export SDC_FILE = /design/flow/constraint.sdc
export NUM_CORES = 4
export LEC_CHECK = 1
export CORE_UTILIZATION = 50
==> design/flow/constraint.sdc <==
current_design opstack

set clk_period 9.8
set clk_io_pct 0.2

create_clock -name clk0 -period $clk_period [get_ports {clk}]

set non_clock_inputs [all_inputs -no_clocks]
set_input_delay [expr $clk_period * $clk_io_pct] -clock clk0 $non_clock_inputs
set_output_delay [expr $clk_period * $clk_io_pct] -clock clk0 [all_outputs]
==> flow_summary.ini <==
; flow metrics
[floorplanning]
rows = 54
pin_count = 35
fp_util = 0.509
die_h_um = 151
die_area_sq_um = 22700
coreArea_sq_um = 21800
die_w_um = 151

[sta]
slew_violations = 0
rsz0062_at_grt = false
hold_violations = 0
finalCritPeriodShare = 0.666
fmax_ghz = 0.153
slew_headroom = 0.394
setup_viol = 0
max_slew.worst_pin.slew_ns = 0.905
final.min_clock_period_ns = 6.52
clock-skew-final_ns = 0.0103
tns_ns = 0
fin_ws_ns = 3.28

[drt]
detail_route.wl_per_cell_um = 26.2
final_antenna_net_count = 0
dr.pass1.iters = 46
diodes = 0
vias = 10037
detail_route.vias_per_cell = 6.35
drt_iter0_drc = 1019
routed_wl_um = 41400
drcViolationCount = 0

[pwr]
powerDensity_nw_per_um2 = 325
max-vdd-ir-drop_v = 0.000392
leakage_nw = 5.19

[global_route]
grt-ovfl-total = 0
grt_start_max_net_pins = 51
grt_pass1_vias = 9951
grt_pass1_wl_um = 61500
antenna_found_initial = 0
grt_usage = 0.397

[worst_setup_path]
cp.required_ns = 9.98
worstPathArrival_ns = 6.71
path_class = register to register
worstSetupStartpoint = stack0.q[0][6]
endpoint_kind = register
crit_path_start_kind = register
r2r_start = stack0.q[0][6]
cp_max_fo = 11

[logic_synthesis]
avgSynthCellArea_sq_um = 8.56
syn_area_sq_um = 11100
ys_types = 78
synth-edff-count = 64
yosys_cells = 1293
syn-instance-count = 1293
flop_cell = edfxtp_1
synth_chip_area_sq_um = 11100
ys_ff = 64
yosys_warnings = 4
synthArstFlopShare = 0
yosysSeqAreaShare = 0.174

[clocking]
cts_resized = 0
clk_pin_slew_ns = 0.07
cts-buffers-inserted = 9
cts_max_path_buffers = 2
cts_hold_buf = 0
cts_sinks = 64
htreeDepth = 3
cts_setup_buffers = 0
cts_tree = yes
clock.latency.late_pin_ns = 0.35
cts_root_buf = clkbuf_16

[layout]
final_cells = 1581
design_area_sq_um = 12000
drive_gt1_frac = 0.0984
n_fill_cell = 2019
comb_area_sq_um = 8160
largest_register_ffs = 64
regMostFlops = stack0.q
seq_area_sq_um = 1920
largestRegisters = stack0.q: 64 flops
area_delta_synth_final_pct = 8.77
final_core_util = 0.554

[place]
postPlaceCellArea_sq_um = 11700
gp_congestion = 1.05
dp_hpwl_um = 31400
preCtsSetupSlack_ns = 3.37
port_buffers = 34
dpl.cell_count = 1565

[job]
openroad.warnings = 57
maxCapViolCount = 0

[worst_hold_path]
hp-start = stack0.q[2][3]
hold_path_class = register to register

[outcome]
status = finished clean
## cell usage in the layout, fill, tap and decap left out, types with 7 or more instances in the layout
master	n
xnor2_1	60
or3_1	11
o21a_1	9
nand2b_1	9
mux4_2	18
nor2b_1	8
mux2i_1	31
clkdlybuf4s50_1	33
nor4_1	17
nand4_1	7
buf_4	40
nor3_1	40
o21ai_0	32
xor2_1	7
a22oi_1	14
a31oi_1	7
o31ai_1	8
fa_1	81
a211oi_1	17
a21o_1	8
ha_1	110
nand3_1	18
mux2_2	37
a221oi_1	8
nand2_1	111
o22ai_1	10
inv_1	173
clkbuf_16	9
o21ai_1	10
o221ai_1	10
nor2_1	136
a21oi_1	46
edfxtp_1	64
## per-layer routing
layer	vias to the layer above	wire length, um	global-route usage
met4	0	2070	0.157
met1	4848	16700	0.559
met2	583	18400	0.596
met5	-	0	0
li1	4480	-	-
met3	126	4240	0.117
## worst max-delay path, stage by stage, from the launching register on
cell	delay (ns)
edfxtp_1	0.79
clkinv_1	0.52
nor2_1	0.27
fa_1	0.44
inv_1	0.08
fa_1	0.43
fa_1	0.49
fa_1	0.54
inv_1	0.05
fa_1	0.47
inv_1	0.05
fa_1	0.48
inv_1	0.05
ha_1	0.37
nand3_1	0.10
nor3_1	0.22
nor3_1	0.11
or4_1	0.51
a21o_1	0.21
a31oi_1	0.19
## synthesized netlist by cell type (7+ instances only)
master / n / share of area
nand4_1: 7 / 0.0040
fa_1: 81 / 0.15
a21oi_1: 46 / 0.021
a211oi_1: 17 / 0.012
ha_1: 110 / 0.12
o21a_1: 9 / 0.0061
buf_2: 8 / 0.0036
clkbuf_1: 68 / 0.023
o31ai_1: 8 / 0.0054
a31oi_1: 7 / 0.0040
nand3_1: 18 / 0.0081
o22ai_1: 10 / 0.0056
or3_1: 11 / 0.0062
mux2_2: 37 / 0.038
o21ai_0: 32 / 0.014
nor2_1: 136 / 0.046
xor2_1: 7 / 0.0055
o221ai_1: 10 / 0.0079
nand2_1: 111 / 0.038
a221oi_1: 8 / 0.0063
mux4_2: 18 / 0.037
a21o_1: 8 / 0.0054
nor4_1: 17 / 0.0096
xnor2_1: 60 / 0.047
mux2i_1: 31 / 0.028
edfxtp_1: 64 / 0.17
inv_1: 173 / 0.059
nand2b_1: 9 / 0.0051
nor2b_1: 8 / 0.0045
a22oi_1: 14 / 0.0095
nor3_1: 40 / 0.018
o21ai_1: 10 / 0.0045
## power breakdown
group | switching [mW] | internal (mW)
logic | 1.85 | 1.32
registers | 0.0585 | 0.348
clock network | 0.145 | 0.200
## area by class of cell
class,instances,area share
Clock buffer,9,0.0187
Multi-Input combinational cell,968,0.678
Sequential cell,64,0.160
Timing Repair Buffer,74,0.0528
Inverter,179,0.0558
Clock inverter,7,0.00644
Tap cell,280,0.0291
## logic make-up (layout without fill, tap and decap cells)
family                     Yosys count  in the layout  share of synthesized area
xor gates and xnor gates            68             68                     0.0550
buffers and inverters              261            269                     0.0904
adders and majority gates          191            191                      0.271
AOI/OAI and AO/OA                  236            236                      0.148
muxes                               86             86                      0.102
and+or+nand+nor                    387            387                      0.160
DFF                                 64             64                      0.174
## worst paths after layout
check,slack [ns],cells after the start,endpoint
worst min register to register,0.44,0,stack0.q[3][3]
worst max-delay path,3.28,19,stack0.q[0][14]
worst max register to register,3.28,19,stack0.q[0][14]
worst min-delay path,0.44,0,stack0.q[3][3]
## per-stage QoR
step                      power (mW)  hold WS [ns]
after floorplan                 2.68         0.422
after global routing            4.38         0.466
final                           3.92         0.445
after CTS                       3.94         0.444
after detailed placement        3.58         0.433
after global placement          3.58         0.428
Power figures rest on the tool's default switching activity, not on a simulated workload.
